===== /design/flow/run.sh =====
#!/bin/bash
# OpenROAD 26Q1-2900-gdf79404cd8, Yosys 0.63+post, stock flow scripts
make -C /OpenROAD-flow-scripts/flow DESIGN_CONFIG=/design/flow/config.mk WORK_HOME=/design/flow/orfs finish

===== /design/flow/config.mk =====
export PLATFORM = sky130hd
export DESIGN_NAME = adder_with_parametr
export DESIGN_NICKNAME = adder_with_parametr
export VERILOG_FILES = /design/flow/design.v
export SDC_FILE = /design/flow/constraint.sdc
export NUM_CORES = 4
export LEC_CHECK = 1
export CORE_AREA = 10 10 70 70
export DIE_AREA = 0 0 80 80

===== /design/flow/constraint.sdc =====
current_design adder_with_parametr

set clk_period 10.6
set clk_io_pct 0.2

create_clock -name clk0 -period $clk_period

set non_clock_inputs [all_inputs -no_clocks]
set_input_delay [expr $clk_period * $clk_io_pct] -clock clk0 $non_clock_inputs
set_output_delay [expr $clk_period * $clk_io_pct] -clock clk0 [all_outputs]

===== /design/flow/design.v =====
module adder_with_parametr #(parameter Bit = 15)(
    input [Bit-1:0]a,
    input [Bit-1:0]b,
    output [Bit-1:0]sum,
    output c
);
    wire [0:Bit] result;
    assign result[0]=0;
    genvar i;
    generate
        for (i = 0 ; i<Bit ; i=i+1 ) begin:j
            adder inst(.a(a[i]), .b(b[i]), .carry_in(result[i]), .sum(sum[i]), .carry_out(result[i+1]));
        end
    endgenerate
    assign c=result[Bit];
endmodule
module adder(
    input a,
    input b,
    input carry_in,
    output sum,
    output carry_out
);
assign sum = (a ^ b) ^ carry_in;
assign carry_out = (a & b) | ((a ^ b) & carry_in);
endmodule
module adder8(
    input [7:0]a,
    input [7:0]b,
    output [7:0]sum,
    output c
);
adder adder0(.a(a[0]), .b(b[0]), .carry_in(1'b0), .sum(sum[0]), .carry_out(c0));
adder adder1(.a(a[1]), .b(b[1]), .carry_in(c0), .sum(sum[1]), .carry_out(c1));
adder adder2(.a(a[2]), .b(b[2]), .carry_in(c1), .sum(sum[2]), .carry_out(c2));
adder adder3(.a(a[3]), .b(b[3]), .carry_in(c2), .sum(sum[3]), .carry_out(c3));
adder adder4(.a(a[4]), .b(b[4]), .carry_in(c3), .sum(sum[4]), .carry_out(c4));
adder adder5(.a(a[5]), .b(b[5]), .carry_in(c4), .sum(sum[5]), .carry_out(c5));
adder adder6(.a(a[6]), .b(b[6]), .carry_in(c5), .sum(sum[6]), .carry_out(c6));
adder adder7(.a(a[7]), .b(b[7]), .carry_in(c6), .sum(sum[7]), .carry_out(c));
endmodule
module top();
reg [7:0]a;
reg [7:0]b;
wire [7:0]s;
adder8 adder8_inst(.a(a), .b(b), .sum(s), .c(c));
initial begin
	$dumpfile("v.vcd");
	$dumpvars();
end
initial begin
    a = 35; b = 62; #1 $display("a =%d, b =%d, sum =%d", a, b, {s,c});
    a = 10; b = 160; #1 $display("a =%d, b =%d, sum =%d", a, b, {s,c});
    a = 190; b = 104; #1 $display("a =%d, b =%d, sum =%d", a, b, {s,c});
end
endmodule

==> summary.txt <==
run metrics: result of the run=completed, clock power share=0, Final setup violation count=0, violation tally from detailed-route iteration zero=1, switching share of power=0.256, fillers=359, diode count=0, floorplan core area=3420 um^2, die width=80 um, register cell area after layout=0 um^2, Yosys warnings=0, Req. time, crit path=8.48 ns, vias in the first global route=415, period utilisation layout=0.979, top cell type by total area after synthesis=fa_1, unrepaired setup endpoints after global routing=false, number of buffers added on ports=46, CP startpoint kind=primary input, internal power=0.0000348 W, final critical-path required period=10.38 ns, number of sequential cells=0, sum of overflow across all layers after global routing=0, all-layer global routing usage=0.0432, transition at the pin with the smallest max-transition slack=0.117 ns, count of standard-cell rows=21, total via count in the routed design=339, post-detail-place hpwl=1.33 mm, number of search-and-repair iterations in the first detailed-routing pass=2, clock buffers=0, count of mapped cells out of synthesis=35, final sum of negative setup slack=0 ns, post-synthesis cell count from yosys=35, net switching power=0.0000120 W, power per standard cell area=54.4 nW/um^2, arrival time of the worst setup path=8.26 ns, die outline height=80 um, number of vias per cell after detailed routing=3.03, max-capacitance violation count=0, Setup Buffers After CTS=0, hold violation count in the final report=0, post-route antenna net violation count=0, layout cell share with drive strength beyond 1=0.182, final routed wire length divided by cell count=12.3 um, global-route wire length before repair=2.20 mm, antenna violations before repair=0, layout overhead on the synthesized area=103%, peak supply drop=0.0207 mV, I/O Pins=46, Final Max Tran Viols=0, number of unique standard cell types used by synthesis=4, Tool Warnings=32, leakage dissipation=0.308 nW, total wirelength of the detailed-routed design=1.37 mm, share of power burned in registers=0, average size of a mapped cell=12.1 um^2, combinational share of power=1.000, Post-synth seq share=0, dominant cells by area after synthesis=fa_1, buf_4, inv_1, Min Hold Slack=5.28 ns, Crit Path Category=primary input to output port, Die ar.=6400 um^2, worst slew slack as a fraction of its limit=0.922, critical path capture point type=output port, Highest Clock Rate=96.4 MHz, worst min-delay path category=primary input to output port, Placer Congestion=0.845, drt drc=0, maximum number of pins on one net before global-route repair=2, post-synthesis cell area=424 um^2, biggest fanout along the worst timing path=1, area figure in the yosys stat output=424 um^2, top cell type's share of synthesized area=0.661, effective utilization at floorplan=0.124, cts hold-fix bufs=0
==> synthesized netlist by cell type (all sizes together) <==
cell type and count:
inv 5, buf 15, ha 1, fa 14
==> repair_timing <==
| item | 4_1_cts | 5_1_grt |
|---|---|---|
| resized | 8 | 4 |
| endpoints found under the setup margin | 2 | 1 |
| gates cloned | 0 | 0 |
==> power groups by stage <==
stage         Combinational, W  Sequential, W  Clock [W]
finish               0.0000468              0          0
global route         0.0000529              0          0
CTS                  0.0000477              0          0
==> cell usage in the layout (no fill, tap or decap) <==
| master | Yosys | routed |
|---|---|---|
| clkdlybuf4s50_1 | 0 | 46 |
| fa_1 | 14 | 2 |
| inv_1 | 5 | 5 |
| fa_2 | 0 | 12 |
| ha_1 | 1 | 1 |
==> worst paths after layout <==
path  startpoint       to  slack (ns)  depth (start not counted)
min         b[0]   sum[0]        5.28                          3
max         a[0]  sum[14]        0.22                         19
==> metal layers <==
metal,wire [um],share of wire,track usage
met1,572,0.42,0.0540
met2,388,0.28,0.0538
met3,413,0.30,0.0443
met4,0,0,0
met5,0,0,0
==> critical path: stages <==
cell and delay [ns]:
clkdlybuf4s50_1 0.41, ha_1 0.21, fa_2 0.34, fa_2 0.34
fa_2 0.35, fa_2 0.34, fa_2 0.34, fa_2 0.34
fa_2 0.35, fa_2 0.34, fa_2 0.34, fa_2 0.34
fa_2 0.35, fa_2 0.35, fa_1 0.37, inv_1 0.08
fa_1 0.40, inv_1 0.07, clkdlybuf4s50_1 0.47
==> logic make-up (layout without fill, tap and decap cells) <==
| kind of cell | Yosys count | count (layout) | share of synthesized area |
|---|---|---|---|
| buf+inv | 20 | 51 | 0.310 |
| fa+ha+maj | 15 | 15 | 0.690 |
==> through the flow <==
stage	std cells	total power [W]	setup WS (ns)	area (um^2)	utilization
floorplan	35	0.0000218	0.676	424	-
detailed placement	112	0.0000464	-0.365	830	0.243
global placement	112	0.0000464	-0.354	830	0.243
CTS	112	0.0000477	0.00249	850	0.249
global route	112	0.0000529	0.0319	860	0.252
finish	112	0.0000468	0.221	860	0.252
==> cell type report <==
type	instances	area, um^2	share of cell area
multi-input cells	15	323	0.376
repair buffers	46	460	0.536
well taps	46	57.6	0.0670
inverters	5	18.8	0.0218
No activity file was given, so power comes from the tool's default toggle rates.
