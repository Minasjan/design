[/design/flow/run.sh]
#!/bin/bash
# OpenROAD 26Q1-2900-gdf79404cd8, Yosys 0.63+post, stock flow scripts
make -C /OpenROAD-flow-scripts/flow DESIGN_CONFIG=/design/flow/config.mk WORK_HOME=/design/flow/orfs finish
[/design/flow/config.mk]
export PLATFORM = sky130hd
export DESIGN_NAME = led
export DESIGN_NICKNAME = led
export VERILOG_FILES = /design/flow/design.v
export SDC_FILE = /design/flow/constraint.sdc
export NUM_CORES = 4
export LEC_CHECK = 1
export CORE_AREA = 10 10 112 112
export DIE_AREA = 0 0 122 122
[/design/flow/constraint.sdc]
current_design led

set clk_period 3.8
set clk_io_pct 0.2

create_clock -name clk0 -period $clk_period [get_ports {clk}]

set non_clock_inputs [all_inputs -no_clocks]
set_input_delay [expr $clk_period * $clk_io_pct] -clock clk0 $non_clock_inputs
set_output_delay [expr $clk_period * $clk_io_pct] -clock clk0 [all_outputs]
[/design/flow/design.v]
module led (
    input clk,
    input rst,
    output reg led=0
);
parameter T = 25_000_000;
reg [23:0] counter=0;
reg [3:0] n=1;
always @(posedge clk ) begin
        if (rst) begin
            counter <= 0;
            led<=1'b0;
        end else if (counter==(T/250)*n) begin
            led<=~led;
        end else if (counter==((T/250)*n)-(T/250)) begin
             led<=1'b0;
             n<=n+1;
        end else if (counter==T) begin
            counter<=0;
            n<=0;
        end else counter<=counter+1'b1;          
end
endmodule
==> results.yml <==
# synthesis and place-and-route metrics
synthesis:
  syn_area_per_cell_um2: 8.70
  yosysWarnings: 1
  synth_top_cell_by_area: "dfxtp_1"
  synth_chip_area_mm2: 0.00286
  ys_sh_simple: 0.217
  synth_seq_share: 0.217
  synth_cell_types: 71
  common_cells: "30 x xor2_1, 29 x nand2_1, 27 x nor2_1"
  synthesis.area_mm2: 0.00286
  ys_ff: 29
  async_flop_share: 0
  ff_type: "dfxtp_1"
  synthTopLogicFamily: "AND-OR/OR-AND gates"
  synth_top_area_share: 0.175
  ys_sh_adder: 0.0918
  ys_cells: 329
  most_common_cell: "xor2_1"
  ys_sh_aoi: 0.220
  synthCells: 329
  muxShareOfSynthArea: 0
  area_leaders: "dfxtp_1 17%, ha_1 9.2%, xor2_1 9.2%, xnor2_1 7.0%, edfxtp_1 4.2%"
  xor_area_frac: 0.210
  synth-edff-count: 4
critical_path:
  crit_type: "reg -> reg"
  required_ps: 3800
  critPathMaxFanout: 5
  worst_ep_arrival_time_ps: 3980
  endpoint_kind: "flip-flop"
  cp-start-kind: "flip-flop"
clock_tree:
  hold_buffers: 0
  cts_tree: "done"
  path_clk_slew_ps: 70
  clock_path_buffers: 2
  clk_latency_ps: 280
  h-tree-depth: 2
  root_buffer: "clkbuf_8"
  clock_sinks: 29
  cts_buffers: 5
power:
  powerDensity_mw_per_mm2: 196
  p_clk_frac: 0.452
  vdd_drop_max_mv: 0.259
  p_int_uw: 576
  power_leakage_uw: 0.00154
  power.switching_uw: 178
  p_comb_frac: 0.115
  netSwitchingFraction: 0.236
  finalPower_uw: 753
  p_seq_frac: 0.433
sta:
  drv_slew: 0
  fmax_ghz: 0.251
  fin_tns_setup_ps: -1090
  hold_viol_final: 0
  grt_setup_unrepaired: "yes"
  post-route-min-period_ps: 3980
  setup_viol: 8
  period_used_share: 1.05
  fin_ws_ps: -185
  tightest_slew_ps: 544
  skew_ps: 6.39
  max-slew-margin-rel: 0.632
global_routing:
  grt_pass1_vias: 2426
  grt-ovfl-total: 0
  grt_pass1_wl_um: 11800
  grt_max_degree: 24
  grtUsageTotal: 0.0957
  antenna_found_initial: 0
floorplanning:
  fp.dieW_um: 122
  coreArea_mm2: 0.0102
  die_h_um: 122
  fp-utilization: 0.280
  num_io_pins: 3
  chipArea_mm2: 0.0149
  rows: 37
final_layout:
  nFillCells: 986
  area_delta_synth_final_pct: 34.4
  drive_above_1_share: 0.323
  final_core_util: 0.376
  stdcell_count: 529
routing:
  drt-initial-drc-count: 119
  antenna_cells: 0
  wirelength_um: 7080
  drt.antenna.violating_nets: 0
  viasPerCell: 4.86
  drc_errors: 0
  detail_route.wl_per_cell_um: 13.4
  first_pass_iters: 4
  vias: 2569
worst_hold_path:
  hold_path.class: "reg -> reg"
status:
  violations: "negative setup slack"
  status: "finished with violations"
placement:
  place_hpwl_um: 5420
  post-place-cells: 511
  place_congestion: 0.928
  port-buffer-count: 2
flow_run:
  warnings: 33
  maxCapViolCount: 0
==> metal layers <==
layer  global-route usage  part of all wire  wire length (um)  vias up
met2                0.146              0.45              3170       35
met1                0.144              0.51              3640     1201
met3               0.0174             0.034               242        2
met5                    0                 0                 0        -
li1                     -                 -                 -     1331
met4              0.00671            0.0045                32        0
==> what timing repair did <==
action                                  4_1_cts  5_1_grt
endpoints found under the setup margin        8        8
resized                                      17       14
setup buffers                                 8        2
pin swaps                                     5        6
==> sequential cells by signal, indices dropped and copies added, names as in the netlist <==
signal,cells
led,1
n,4
counter,24
==> worst max-delay path, stage by stage, from the launching register on <==
cell	delay (ps)
edfxtp_1	440
ha_2	230
xor2_2	150
ha_2	160
a21o_1	170
ha_4	300
buf_4	110
nand3_2	90
o211a_4	290
o21ai_2	260
xnor3_1	300
xnor2_1	150
a211o_1	290
a2111oi_2	210
o211ai_1	150
nor4_2	200
buf_4	190
==> cell usage in the layout, fill, tap and decap left out, types with 3 or more instances in the layout <==
| master | n |
|---|---|
| ha_4 | 5 |
| ha_1 | 13 |
| nand3_1 | 13 |
| a21o_1 | 4 |
| nor3_1 | 4 |
| xor2_1 | 26 |
| or3_1 | 6 |
| nand4_1 | 6 |
| nand2_1 | 29 |
| o31ai_2 | 4 |
| ha_2 | 3 |
| o211ai_1 | 3 |
| and3_1 | 7 |
| o21a_1 | 4 |
| o21ai_0 | 8 |
| a21oi_1 | 10 |
| buf_4 | 65 |
| clkbuf_8 | 6 |
| xor2_2 | 4 |
| edfxtp_1 | 4 |
| xnor2_1 | 21 |
| dfxtp_1 | 25 |
| nor2_1 | 26 |
| nand2b_1 | 4 |
| a31oi_1 | 3 |
| o2111ai_1 | 3 |
| inv_1 | 13 |
==> cells by family (layout without fill, tap and decap cells) <==
group,count (synthesis),count (layout)
simple gates,119,119
buf+inv,25,89
xor+xnor,59,59
flops,29,29
compound gates,76,76
fa+ha+maj,21,21
==> layout make-up <==
cell class	count	area, um^2	area share
multi-input cells	275	2370	0.616
flip-flops and latches	29	621	0.161
repair buffers	68	519	0.135
well taps	136	170	0.0442
clock buffers	6	82.6	0.0215
inverters	13	48.8	0.0127
clock inverters	2	36.3	0.00943
==> power groups by stage <==
stage	Sequential [uW]	Clock, uW	Combinational, uW
5_1_grt	328	362	95.0
6_report	326	340	87.0
4_1_cts	326	347	77.9
==> path summary, 6_finish.rpt <==
check | from | endpoint | slack, ps | depth (start not counted)
setup / recovery | n[1]$_DFFE_PP_ | n[2]$_DFFE_PP_ | -180 | 16
hold / removal | led$_SDFFE_PP0P_ | led$_SDFFE_PP0P_ | 510 | 2
setup reg to reg | n[1]$_DFFE_PP_ | n[2]$_DFFE_PP_ | -180 | 16
hold reg to reg | led$_SDFFE_PP0P_ | led$_SDFFE_PP0P_ | 510 | 2
==> stage by stage <==
stage / setup slack [ps] / hold WS [ps] / cell area [um^2]
finish: -185 / 509 / 3850
global route: -416 / 552 / 3850
CTS: -157 / 507 / 3750
detailed placement: -255 / 481 / 3450
global placement: -173 / 473 / 3450
floorplan: -8.29 / 443 / 2920
Power and IR drop assume default switching activity.
