==> flow/design.v <==
module debounce (clk, rst, button, button_out);
input clk;
input rst;
input button;
output button_out;
reg  [17:0] counter;
wire [17:0] counter_nxt;
wire full;
assign full = (counter == 18'd250000);
assign counter_nxt = (button) ? (~full ? counter + {{17{1'b0}}, 1'b1} : 18'd250000) : {18{1'b0}};
assign button_out = full;
always @(posedge clk) begin
    if (rst) counter <= {18{1'b0}};
    else     counter <= counter_nxt;
end
endmodule
module seg(
    input  clk,
    input  reset,
    input button,
    output reg [6:0] segOut
);
    reg dff_1;
    reg dff_2;
    wire change;
    wire button_out;
    assign change = dff_1 & ~dff_2;
    debounce debounce_i (   .clk(clk),
           .rst(rst),
           .button(button),
           .button_out(button_out)
    );
    reg [3:0] count;
    reg [23:0] timer=0;
always @(posedge clk) begin
    if (rst) dff_1 <= 1'b0;
    else     dff_1 <= button_out;
end
always @(posedge clk) begin
    if (rst) dff_2 <= 1'b0;
    else     dff_2 <= dff_1;
end
    always @(posedge clk or posedge reset) begin
        if (reset) begin
            count <= 0;
        end  else if (timer==12_500_000) begin
             count <= count + 1'b1;
             timer<=0;
        end  else if (change) begin
            count<=count - 1;
        end else timer<=timer+1'b1;
    end
    always @(count) begin
        case(count)
            4'd0: segOut = 7'b1000000;   
            4'd1: segOut = 7'b1111001;   
            4'd2: segOut = 7'b0100100;   
            4'd3: segOut = 7'b0110000;   
            4'd4: segOut = 7'b0011001;   
            4'd5: segOut = 7'b0010010;   
            4'd6: segOut = 7'b0000010;   
            4'd7: segOut = 7'b1111000;   
            4'd8: segOut = 7'b0000000;   
            4'd9: segOut = 7'b0010000;   
            default: segOut = 7'b1111111; 
        endcase
    end
endmodule
==> flow/run.sh <==
#!/bin/bash
# OpenROAD 26Q1-2900-gdf79404cd8, Yosys 0.63+post, stock flow scripts
make -C /OpenROAD-flow-scripts/flow DESIGN_CONFIG=/design/flow/config.mk WORK_HOME=/design/flow/orfs finish
==> flow/config.mk <==
export PLATFORM = sky130hd
export DESIGN_NAME = seg
export DESIGN_NICKNAME = seg
export VERILOG_FILES = /design/flow/design.v
export SDC_FILE = /design/flow/constraint.sdc
export NUM_CORES = 4
export LEC_CHECK = 1
export CORE_AREA = 10 10 106 106
export DIE_AREA = 0 0 116 116
==> flow/constraint.sdc <==
current_design seg

set clk_period 6.1
set clk_io_pct 0.2

create_clock -name clk0 -period $clk_period [get_ports {clk}]

set non_clock_inputs [all_inputs -no_clocks]
set_input_delay [expr $clk_period * $clk_io_pct] -clock clk0 $non_clock_inputs
set_output_delay [expr $clk_period * $clk_io_pct] -clock clk0 [all_outputs]
==> flow_summary.yaml <==
# flow metrics
outcome:
  outcome: "complete, no violations"
setup_path:
  critical-path-max-stage-delay_ps: 490
  worst_setup_path_start_kind: "register"
  worst-setup-path-type: "register to primary output"
  slowest_stage: "dfrtp_1"
  cp_max_fo: 8
  crit_arrival_ps: 2040
  critical_path_required_ps: 4880
  crit_path_cell_trace: "inv_1, ha_1, or2_2, a21oi_1, a31oi_1, clkdlybuf4s50_1"
  worstSetupEndpointType: "primary output"
power_and_ir_drop:
  combinationalPowerShare: 0.066
  netSwitchingFraction: 0.2123
  p_int_mw: 0.3226
  cellPowerDensity_nw_per_um2: 202.2
  pwr-share-clk: 0.354
  peakVddDrop_mv: 0.1032
  p_sw_mw: 0.08695
  p_leak_nw: 0.6989
  pwr-share-seq: 0.580
drt:
  ant_nets: 0
  via_count: 1188
  remaining_drc_errors: 0
  vias_per_cell: 4.183
  antenna_cells_inserted: 0
  drtPass1Iterations: 4
  post_drt_wl_per_cell_um: 11.13
  wl_mm: 3.160
  drt_iter0_markers: 43
timing:
  max_freq_mhz: 306.3
  fin_setup_tns_ps: 0
  drv_slew: 0
  period_used_share: 0.5352
  finClkSkew_ps: 11.73
  final.min_clock_period_ps: 3265
  setup_viol: 0
  finalHoldViolCount: 0
  setup_ws_ps: 2835
  rsz0062_at_grt: "no"
  relSlewSlack: 0.6478
  hold_ws_ps: 628.0
  max_slew.worst_pin.slew_ps: 524.4
layout:
  final_layout_size_suffix_gt1_frac: 0.08523
  utilization: 0.2289
  final_area_um2: 2026
  syn_to_final_growth_pct: 16.90
  fillCellCount: 943
yosys:
  edf_count: 24
  ys_cells: 164
  synth.most_common_cell: "edfxtp_1"
  avgSynthCellArea_um2: 10.57
  yosys_area_um2: 1733
  syn-cell-area_um2: 1733
  ys_seq_frac: 0.4736
  postSynthCellCount: 164
  ff_type: "edfxtp_1"
  yosysUniqueCellTypes: 32
  ys.flops: 28
  top_cells_by_area: "edfxtp_1, ha_1, xnor2_1"
  async_flop_share: 0.1429
  yosysTopAreaCell: "edfxtp_1"
  yosysWarnings: 4
  top_cells_by_count: "edfxtp_1, nor2_1, xnor2_1"
  yosys.area.top_type_share: 0.4159
worst_hold_path:
  min_path_type: "register to register"
global_routing:
  antenna_found_initial: 0
  grt_remaining_overflow: 0
  grt_max_degree: 29
  grt_pass1_vias: 1098
  gr-usage-all-layers: 0.04807
  grt_pass1_wl_mm: 5.361
die:
  rows: 34
  io_pins: 10
  die_x_um: 116
  chip_area_um2: 13460
  fp_util: 0.1958
  fp.coreArea_um2: 8848
  die_h_um: 116
job:
  warning_count: 31
  max-cap-violations: 0
clocking:
  clk_pin_slew_ps: 100
  clock_path_buffers: 2
  insertion_delay_ps: 280
  cts-resized-gates: 0
  cts_tree: "built"
  cts_made_buffers: 3
  htreeDepth: 1
  cts_hold_buf: 0
  ctsRootBufferMaster: "clkbuf_8"
  cts_setup_buffers: 0
  cts.sinks: 28
place:
  io_buffer_count: 8
  dp_worst_setup_slack_ps: 3123
  dpl_cell_area_um2: 1954
  globalplace.congestion: 0.7959
  place_hpwl_mm: 2.193
==> metrics by stage <==
| stage | total power [mW] | instances |
|---|---|---|
| after global placement | 0.2678 | 280 |
| final | 0.4096 | 284 |
| after CTS | 0.4149 | 284 |
| after global routing | 0.4285 | 284 |
| after detailed placement | 0.2688 | 280 |
| after floorplan | 0.2598 | 164 |
==> critical path: cells and delay by family (launching register included) <==
family / cells / cell delay, ps
adder cells (fa/ha/maj): 1 / 200
buffers and inverters: 2 / 580
AND/OR/NAND/NOR: 1 / 260
AND-OR/OR-AND: 2 / 240
flip-flops: 1 / 490
==> final timing paths <==
check / start / to / slack (ps) / cells past startpoint
max in group asynchronous: reset / count[2]$_DFFE_PP0P_ / 4520 / 3
setup / recovery: count[1]$_DFFE_PP0P_ / segOut[3] / 2840 / 6
setup reg to reg: timer[0]$_SDFFCE_PP0N_ / count[2]$_DFFE_PP0P_ / 3820 / 9
hold / removal: timer[22]$_SDFFCE_PP0N_ / timer[22]$_SDFFCE_PP0N_ / 630 / 1
hold reg to reg: timer[22]$_SDFFCE_PP0N_ / timer[22]$_SDFFCE_PP0N_ / 630 / 1
min in group asynchronous: reset / count[0]$_DFFE_PP0P_ / 1320 / 3
==> power by group through the flow <==
stage / combinational [mW] / clock [mW] / sequential [mW]
after CTS: 0.0273 / 0.150 / 0.238
after global routing: 0.0307 / 0.158 / 0.240
final: 0.0269 / 0.145 / 0.238
==> layer usage <==
metal / part of all wire / vias to the layer above / track usage
met5: 0 / - / 0
met4: 0.0057 / 0 / 0.004170
met3: 0.029 / 2 / 0.01099
met2: 0.43 / 8 / 0.06902
met1: 0.53 / 563 / 0.07506
li1: - / 615 / -
==> layout make-up <==
| cell class | instances | area [µm²] | area share |
|---|---|---|---|
| tap | 108 | 135.1 | 0.06671 |
| clock inverter | 1 | 30.03 | 0.01482 |
| multi-input combinational | 123 | 862.1 | 0.4256 |
| clock buffer | 3 | 41.29 | 0.02038 |
| sequential | 28 | 820.8 | 0.4052 |
| inverter | 11 | 41.29 | 0.02038 |
| timing repair buffer | 10 | 95.09 | 0.04694 |
==> kinds of logic (layout without fill, tap and decap cells) <==
| kind of cell | Yosys count | after routing | share of synthesized area |
|---|---|---|---|
| flops | 28 | 28 | 0.4736 |
| fa+ha+maj | 10 | 10 | 0.07654 |
| mux | 6 | 6 | 0.03610 |
| buf+inv | 13 | 25 | 0.02888 |
| xor+xnor | 19 | 19 | 0.09603 |
| compound gates | 19 | 19 | 0.05993 |
| simple gates | 69 | 69 | 0.2289 |
==> layout by cell type (no fill, tap or decap) <==
cell type / count
ha_1: 9
or4_1: 1
a21o_1: 1
or3_1: 2
mux2_2: 2
a31oi_1: 2
nand4_1: 4
fa_1: 1
nor2_2: 1
or2_2: 1
mux2i_1: 4
nor4_1: 2
nor2b_1: 1
and4_1: 3
a21oi_2: 1
or4_4: 1
a21oi_1: 7
buf_4: 2
edfxtp_1: 24
bufinv_16: 1
nor4_4: 1
clkdlybuf4s50_1: 8
dfrtp_1: 4
inv_1: 11
nor3_1: 10
nor4b_1: 2
nand3_1: 7
nand2_1: 11
clkbuf_8: 3
nor2_1: 20
nand4_4: 2
o21ai_0: 8
xor2_1: 7
xnor2_1: 12
==> sequential cells by signal, indices dropped and copies added, names as in the netlist <==
| name | flops |
|---|---|
| count | 4 |
| timer | 24 |
No activity file was given, so power comes from the tool's default toggle rates.
